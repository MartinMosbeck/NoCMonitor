[/design/flow/design.v]
module mkRouterInputArbitersStatic(CLK,
				   RST_N,
				   input_arbs_0_select_requests,
				   input_arbs_0_select,
				   EN_input_arbs_0_next,
				   input_arbs_1_select_requests,
				   input_arbs_1_select,
				   EN_input_arbs_1_next,
				   input_arbs_2_select_requests,
				   input_arbs_2_select,
				   EN_input_arbs_2_next,
				   input_arbs_3_select_requests,
				   input_arbs_3_select,
				   EN_input_arbs_3_next,
				   input_arbs_4_select_requests,
				   input_arbs_4_select,
				   EN_input_arbs_4_next);
  input  CLK;
  input  RST_N;
  input  [4 : 0] input_arbs_0_select_requests;
  output [4 : 0] input_arbs_0_select;
  input  EN_input_arbs_0_next;
  input  [4 : 0] input_arbs_1_select_requests;
  output [4 : 0] input_arbs_1_select;
  input  EN_input_arbs_1_next;
  input  [4 : 0] input_arbs_2_select_requests;
  output [4 : 0] input_arbs_2_select;
  input  EN_input_arbs_2_next;
  input  [4 : 0] input_arbs_3_select_requests;
  output [4 : 0] input_arbs_3_select;
  input  EN_input_arbs_3_next;
  input  [4 : 0] input_arbs_4_select_requests;
  output [4 : 0] input_arbs_4_select;
  input  EN_input_arbs_4_next;
  wire [4 : 0] input_arbs_0_select,
	       input_arbs_1_select,
	       input_arbs_2_select,
	       input_arbs_3_select,
	       input_arbs_4_select;
  assign input_arbs_0_select =
	     { input_arbs_0_select_requests[4],
	       !input_arbs_0_select_requests[4] &&
	       input_arbs_0_select_requests[3],
	       !input_arbs_0_select_requests[4] &&
	       !input_arbs_0_select_requests[3] &&
	       input_arbs_0_select_requests[2],
	       !input_arbs_0_select_requests[4] &&
	       !input_arbs_0_select_requests[3] &&
	       !input_arbs_0_select_requests[2] &&
	       input_arbs_0_select_requests[1],
	       !input_arbs_0_select_requests[4] &&
	       !input_arbs_0_select_requests[3] &&
	       !input_arbs_0_select_requests[2] &&
	       !input_arbs_0_select_requests[1] &&
	       input_arbs_0_select_requests[0] } ;
  assign input_arbs_1_select =
	     { !input_arbs_1_select_requests[0] &&
	       input_arbs_1_select_requests[4],
	       !input_arbs_1_select_requests[0] &&
	       !input_arbs_1_select_requests[4] &&
	       input_arbs_1_select_requests[3],
	       !input_arbs_1_select_requests[0] &&
	       !input_arbs_1_select_requests[4] &&
	       !input_arbs_1_select_requests[3] &&
	       input_arbs_1_select_requests[2],
	       !input_arbs_1_select_requests[0] &&
	       !input_arbs_1_select_requests[4] &&
	       !input_arbs_1_select_requests[3] &&
	       !input_arbs_1_select_requests[2] &&
	       input_arbs_1_select_requests[1],
	       input_arbs_1_select_requests[0] } ;
  assign input_arbs_2_select =
	     { !input_arbs_2_select_requests[1] &&
	       !input_arbs_2_select_requests[0] &&
	       input_arbs_2_select_requests[4],
	       !input_arbs_2_select_requests[1] &&
	       !input_arbs_2_select_requests[0] &&
	       !input_arbs_2_select_requests[4] &&
	       input_arbs_2_select_requests[3],
	       !input_arbs_2_select_requests[1] &&
	       !input_arbs_2_select_requests[0] &&
	       !input_arbs_2_select_requests[4] &&
	       !input_arbs_2_select_requests[3] &&
	       input_arbs_2_select_requests[2],
	       input_arbs_2_select_requests[1],
	       !input_arbs_2_select_requests[1] &&
	       input_arbs_2_select_requests[0] } ;
  assign input_arbs_3_select =
	     { !input_arbs_3_select_requests[2] &&
	       !input_arbs_3_select_requests[1] &&
	       !input_arbs_3_select_requests[0] &&
	       input_arbs_3_select_requests[4],
	       !input_arbs_3_select_requests[2] &&
	       !input_arbs_3_select_requests[1] &&
	       !input_arbs_3_select_requests[0] &&
	       !input_arbs_3_select_requests[4] &&
	       input_arbs_3_select_requests[3],
	       input_arbs_3_select_requests[2],
	       !input_arbs_3_select_requests[2] &&
	       input_arbs_3_select_requests[1],
	       !input_arbs_3_select_requests[2] &&
	       !input_arbs_3_select_requests[1] &&
	       input_arbs_3_select_requests[0] } ;
  assign input_arbs_4_select =
	     { !input_arbs_4_select_requests[3] &&
	       !input_arbs_4_select_requests[2] &&
	       !input_arbs_4_select_requests[1] &&
	       !input_arbs_4_select_requests[0] &&
	       input_arbs_4_select_requests[4],
	       input_arbs_4_select_requests[3],
	       !input_arbs_4_select_requests[3] &&
	       input_arbs_4_select_requests[2],
	       !input_arbs_4_select_requests[3] &&
	       !input_arbs_4_select_requests[2] &&
	       input_arbs_4_select_requests[1],
	       !input_arbs_4_select_requests[3] &&
	       !input_arbs_4_select_requests[2] &&
	       !input_arbs_4_select_requests[1] &&
	       input_arbs_4_select_requests[0] } ;
endmodule   
[/design/flow/run.sh]
#!/bin/bash
# OpenROAD 26Q1-2900-gdf79404cd8, Yosys 0.63+post, stock flow scripts
make -C /OpenROAD-flow-scripts/flow DESIGN_CONFIG=/design/flow/config.mk WORK_HOME=/design/flow/orfs finish
[/design/flow/config.mk]
export PLATFORM = sky130hd
export DESIGN_NAME = mkRouterInputArbitersStatic
export DESIGN_NICKNAME = mkRouterInputArbitersStatic
export VERILOG_FILES = /design/flow/design.v
export SDC_FILE = /design/flow/constraint.sdc
export NUM_CORES = 4
export LEC_CHECK = 1
export CORE_AREA = 10 10 70 70
export DIE_AREA = 0 0 80 80
export SYNTH_HDL_FRONTEND = slang
[/design/flow/constraint.sdc]
current_design mkRouterInputArbitersStatic

set clk_period 1.0
set clk_io_pct 0.2

create_clock -name clk0 -period $clk_period

set non_clock_inputs [all_inputs -no_clocks]
set_input_delay [expr $clk_period * $clk_io_pct] -clock clk0 $non_clock_inputs
set_output_delay [expr $clk_period * $clk_io_pct] -clock clk0 [all_outputs]
==> ci_impl_report.md <==
## Implementation flow summary

| Metric | Value |
|---|---|
| Register area share after synthesis | `0%` |
| Fmax | `1010 MHz` |
| Crit path kind | `in2out` |
| Maximum vdd drop | `86.1 uV` |
| Netlist area before placement | `284 um^2` |
| Flop Count | `0` |
| Final antenna diode count | `0` |
| WP buf/inv | `2` |
| Simple Share, Synth | `86.8%` |
| GRT Util Overall | `3.90%` |
| RSZ-0062 raised after global routing | `true` |
| Sequential standard cell area | `0 um^2` |
| Synthesis-to-finish area growth | `163%` |
| Chip area | `6400 um^2` |
| Worst-path cell chain | `buf_6 > nand2b_4 > nor4_2 > buf_2` |
| First-pass GRT wire length | `2.09 mm` |
| Init Core Util | `8.32%` |
| Area reported by Yosys stat | `284 um^2` |
| Core Area | `3420 um^2` |
| Leak | `0.380 nW` |
| Die Wd | `80 um` |
| Initial antenna violation count | `0` |
| Final Util | `21.9%` |
| Post-CTS setup buffers | `0` |
| Main logic family after synthesis | `simple AND/OR/NAND/NOR gates` |
| Tmin final | `0.993 ns` |
| Tool warnings | `41` |
| Adder Area Share | `0%` |
| Clock buffer cells | `0` |
| Count of hold-fix buffers inserted at cts | `0` |
| Max-slew violation count | `0` |
| DRC | `0` |
| Worst path max stage delay | `0.24 ns` |
| # Max-Cap Violations | `0` |
| Ys cells | `30` |
| Routed vias/inst | `3.35` |
| Drt wl/cell | `12.2 um` |
| Layout cells sized above 1 | `80.0%` |
| Tightest Pin Transition | `0.199 ns` |
| Port Buffers | `50` |
| Die y size | `80 um` |
| Pwr per Cell Area | `286 nW/um^2` |
| Type of the tightest min-delay check | `in2out` |
| GPL Wtd Cong | `0.779` |
| # rows | `21` |
| Initial DRC count | `2` |
| Layout fillers | `392` |
| Largest net degree at the start of global routing | `6` |
| Routed Antenna Nets | `0` |
| Dpl hpwl | `1.34 mm` |
| Setup violators final | `0` |
| Hold_ws | `0.612 ns` |
| Status | `finished, final reports clean` |
| WP data arrival | `0.79 ns` |
| DR vias | `405` |
| CP top delay family | `simple AND/OR/NAND/NOR gates` |
| Gate Area | `333 um^2` |
| Xor/xnor share | `0%` |
| Post-Synth AOI/OAI Area | `0%` |
| Final Hold Vio Count | `0` |
| WP data required | `0.80 ns` |
| Post-Route WL | `1.47 mm` |
| MUX area fraction | `0%` |
| Synth warnings | `0` |
| Vias in the first global route | `404` |
| Post-layout period usage | `99.3%` |
| Total grt overflow | `0` |
| Slew HR | `86.6%` |
| Iteration tally of the first detailed-router pass | `3` |
| Worst path slowest cell | `nor4_2` |
| Tot Pwr | `0.000214 W` |
| Setup crit start kind | `primary input` |
| Critical-path maximum fanout | `2` |
| Worst setup EP type | `output pin` |
| Syn_area_per_cell | `9.47 um^2` |
| Count of cell types in the netlist | `7` |
| Post-Synthesis Cells | `30` |
| I/O pins | `57` |
-- metal layers --
layer  GRT usage, %  routed length [um]  up-vias
li1               -                   -      202
met3           1.93                 192        0
met2           7.06                 749       20
met5              0                   0        -
met4              0                   0        0
met1           4.22                 529      183
-- cell type report --
class                           count  area share [%]
Multi-Input combinational cell     25            44.6
Tap cell                           46            7.71
Timing Repair Buffer               50            47.7
-- power by group --
group	leakage (nW)	internal, W	switching (W)	total (W)
Clock	0	0	0	0
Sequential	0	0	0	0
Combinational	0.380	0.000134	0.0000792	0.000214
-- layout by cell type, fill, tap and decap left out, drive strengths merged --
cell type / netlist / routed
nand2b: 5 / 5
clkdlybuf4s50: 0 / 2
dlymetal6s2s: 0 / 3
dlygate4sd2: 0 / 7
nor3b: 5 / 5
nor4: 5 / 5
clkbuf: 0 / 5
nor4b: 5 / 5
clkdlybuf4s15: 0 / 2
buf: 5 / 31
and2b: 5 / 5
-- final timing paths --
path	from	to	slack, ns	depth (start not counted)
min	input_arbs_3_select_requests[2]	input_arbs_3_select[2]	0.61	2
max	input_arbs_4_select_requests[0]	input_arbs_4_select[4]	0.007	4
-- kinds of logic (layout without fill, tap and decap cells) --
group                  Yosys count  after routing
AND/OR/NAND/NOR                 25             25
buffers and inverters            5             50
-- synthesized netlist by cell type (all sizes together) --
| cell type | n | area share, % |
|---|---|---|
| nor4 | 5 | 22 |
| buf | 5 | 13 |
| nand2b | 5 | 11 |
| and2b | 5 | 14 |
| nor4b | 5 | 26 |
| nor3b | 5 | 13 |
-- per-stage QoR --
| stage | setup WS [ns] | instances | TNS (ns) | cell area, um^2 |
|---|---|---|---|---|
| after floorplan | 0.394 | 30 | 0 | 284 |
| after global placement | -0.696 | 121 | -15.39 | 805 |
| after detailed placement | -0.722 | 121 | -15.67 | 805 |
| after CTS | -0.192 | 121 | -0.220 | 737 |
| after global routing | -0.0231 | 121 | -0.0399 | 747 |
| final | 0.00678 | 121 | 0 | 747 |
-- repair_timing --
action,in CTS,in global routing
endpoints found under the hold margin,0,0
resized,143,20
pin swaps,9,4
setup endpoints to repair,25,11
Power figures rest on the tool's default switching activity, not on a simulated workload.
