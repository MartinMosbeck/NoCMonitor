File: flow/run.sh
#!/bin/bash
# OpenROAD 26Q1-2900-gdf79404cd8, Yosys 0.63+post, stock flow scripts
make -C /OpenROAD-flow-scripts/flow DESIGN_CONFIG=/design/flow/config.mk WORK_HOME=/design/flow/orfs finish
File: flow/config.mk
export PLATFORM = sky130hd
export DESIGN_NAME = mkOutputArbiter
export DESIGN_NICKNAME = mkOutputArbiter
export VERILOG_FILES = /design/flow/design.v
export SDC_FILE = /design/flow/constraint.sdc
export NUM_CORES = 4
export LEC_CHECK = 1
export CORE_AREA = 10 10 70 70
export DIE_AREA = 0 0 80 80
export SYNTH_HDL_FRONTEND = slang
File: flow/constraint.sdc
current_design mkOutputArbiter

set clk_period 3.1
set clk_io_pct 0.2

create_clock -name clk0 -period $clk_period [get_ports {CLK}]

set non_clock_inputs [all_inputs -no_clocks]
set_input_delay [expr $clk_period * $clk_io_pct] -clock clk0 $non_clock_inputs
set_output_delay [expr $clk_period * $clk_io_pct] -clock clk0 [all_outputs]
File: flow/design.v
module mkOutputArbiter(CLK,
		       RST_N,
		       select_requests,
		       select,
		       EN_next);
  input  CLK;
  input  RST_N;
  input  [4 : 0] select_requests;
  output [4 : 0] select;
  input  EN_next;
  wire [4 : 0] select;
  reg [4 : 0] arb_token;
  wire [4 : 0] arb_token$D_IN;
  wire arb_token$EN;
  wire [1 : 0] ab__h1657,
	       ab__h1672,
	       ab__h1687,
	       ab__h1702,
	       ab__h1717,
	       ab__h3098,
	       ab__h3545,
	       ab__h3938,
	       ab__h4282,
	       ab__h4577;
  wire NOT_gen_grant_carry_0_BIT_1_1_4_AND_NOT_gen_gr_ETC___d48,
       NOT_gen_grant_carry_0_BIT_1_1_4_AND_NOT_gen_gr_ETC___d68,
       NOT_gen_grant_carry_2_BIT_1_4_0_AND_NOT_gen_gr_ETC___d66,
       NOT_gen_grant_carry_6_BIT_1_7_1_AND_NOT_gen_gr_ETC___d57,
       ab_BIT_0___h2269,
       ab_BIT_0___h2376,
       ab_BIT_0___h2483,
       ab_BIT_0___h2590,
       ab_BIT_0___h3169,
       ab_BIT_0___h3305,
       ab_BIT_0___h3698,
       ab_BIT_0___h4042,
       ab_BIT_0___h4337,
       arb_token_BIT_0___h2267,
       arb_token_BIT_1___h2374,
       arb_token_BIT_2___h2481,
       arb_token_BIT_3___h2588,
       arb_token_BIT_4___h2695;
  assign select =
	     { ab__h1657[1] || ab__h3098[1],
	       !ab__h1657[1] && !ab__h3098[1] &&
	       (ab__h1672[1] || ab__h3545[1]),
	       NOT_gen_grant_carry_0_BIT_1_1_4_AND_NOT_gen_gr_ETC___d48,
	       !ab__h1657[1] && !ab__h3098[1] &&
	       NOT_gen_grant_carry_6_BIT_1_7_1_AND_NOT_gen_gr_ETC___d57,
	       NOT_gen_grant_carry_0_BIT_1_1_4_AND_NOT_gen_gr_ETC___d68 } ;
  assign arb_token$D_IN = { arb_token[0], arb_token[4:1] } ;
  assign arb_token$EN = EN_next ;
  module_gen_grant_carry instance_gen_grant_carry_9(.gen_grant_carry_c(1'd0),
						    .gen_grant_carry_r(select_requests[0]),
						    .gen_grant_carry_p(arb_token_BIT_0___h2267),
						    .gen_grant_carry(ab__h1717));
  module_gen_grant_carry instance_gen_grant_carry_1(.gen_grant_carry_c(ab_BIT_0___h2269),
						    .gen_grant_carry_r(select_requests[1]),
						    .gen_grant_carry_p(arb_token_BIT_1___h2374),
						    .gen_grant_carry(ab__h1702));
  module_gen_grant_carry instance_gen_grant_carry_0(.gen_grant_carry_c(ab_BIT_0___h2376),
						    .gen_grant_carry_r(select_requests[2]),
						    .gen_grant_carry_p(arb_token_BIT_2___h2481),
						    .gen_grant_carry(ab__h1687));
  module_gen_grant_carry instance_gen_grant_carry_2(.gen_grant_carry_c(ab_BIT_0___h2483),
						    .gen_grant_carry_r(select_requests[3]),
						    .gen_grant_carry_p(arb_token_BIT_3___h2588),
						    .gen_grant_carry(ab__h1672));
  module_gen_grant_carry instance_gen_grant_carry_3(.gen_grant_carry_c(ab_BIT_0___h2590),
						    .gen_grant_carry_r(select_requests[4]),
						    .gen_grant_carry_p(arb_token_BIT_4___h2695),
						    .gen_grant_carry(ab__h1657));
  module_gen_grant_carry instance_gen_grant_carry_4(.gen_grant_carry_c(ab_BIT_0___h3169),
						    .gen_grant_carry_r(select_requests[0]),
						    .gen_grant_carry_p(arb_token_BIT_0___h2267),
						    .gen_grant_carry(ab__h4577));
  module_gen_grant_carry instance_gen_grant_carry_5(.gen_grant_carry_c(ab_BIT_0___h4337),
						    .gen_grant_carry_r(select_requests[1]),
						    .gen_grant_carry_p(arb_token_BIT_1___h2374),
						    .gen_grant_carry(ab__h4282));
  module_gen_grant_carry instance_gen_grant_carry_6(.gen_grant_carry_c(ab_BIT_0___h4042),
						    .gen_grant_carry_r(select_requests[2]),
						    .gen_grant_carry_p(arb_token_BIT_2___h2481),
						    .gen_grant_carry(ab__h3938));
  module_gen_grant_carry instance_gen_grant_carry_7(.gen_grant_carry_c(ab_BIT_0___h3698),
						    .gen_grant_carry_r(select_requests[3]),
						    .gen_grant_carry_p(arb_token_BIT_3___h2588),
						    .gen_grant_carry(ab__h3545));
  module_gen_grant_carry instance_gen_grant_carry_8(.gen_grant_carry_c(ab_BIT_0___h3305),
						    .gen_grant_carry_r(select_requests[4]),
						    .gen_grant_carry_p(arb_token_BIT_4___h2695),
						    .gen_grant_carry(ab__h3098));
  assign NOT_gen_grant_carry_0_BIT_1_1_4_AND_NOT_gen_gr_ETC___d48 =
	     !ab__h1657[1] && !ab__h3098[1] && !ab__h1672[1] &&
	     !ab__h3545[1] &&
	     (ab__h1687[1] || ab__h3938[1]) ;
  assign NOT_gen_grant_carry_0_BIT_1_1_4_AND_NOT_gen_gr_ETC___d68 =
	     !ab__h1657[1] && !ab__h3098[1] && !ab__h1672[1] &&
	     !ab__h3545[1] &&
	     NOT_gen_grant_carry_2_BIT_1_4_0_AND_NOT_gen_gr_ETC___d66 ;
  assign NOT_gen_grant_carry_2_BIT_1_4_0_AND_NOT_gen_gr_ETC___d66 =
	     !ab__h1687[1] && !ab__h3938[1] && !ab__h1702[1] &&
	     !ab__h4282[1] &&
	     (ab__h1717[1] || ab__h4577[1]) ;
  assign NOT_gen_grant_carry_6_BIT_1_7_1_AND_NOT_gen_gr_ETC___d57 =
	     !ab__h1672[1] && !ab__h3545[1] && !ab__h1687[1] &&
	     !ab__h3938[1] &&
	     (ab__h1702[1] || ab__h4282[1]) ;
  assign ab_BIT_0___h2269 = ab__h1717[0] ;
  assign ab_BIT_0___h2376 = ab__h1702[0] ;
  assign ab_BIT_0___h2483 = ab__h1687[0] ;
  assign ab_BIT_0___h2590 = ab__h1672[0] ;
  assign ab_BIT_0___h3169 = ab__h1657[0] ;
  assign ab_BIT_0___h3305 = ab__h3545[0] ;
  assign ab_BIT_0___h3698 = ab__h3938[0] ;
  assign ab_BIT_0___h4042 = ab__h4282[0] ;
  assign ab_BIT_0___h4337 = ab__h4577[0] ;
  assign arb_token_BIT_0___h2267 = arb_token[0] ;
  assign arb_token_BIT_1___h2374 = arb_token[1] ;
  assign arb_token_BIT_2___h2481 = arb_token[2] ;
  assign arb_token_BIT_3___h2588 = arb_token[3] ;
  assign arb_token_BIT_4___h2695 = arb_token[4] ;
  always@(posedge CLK)
  begin
    if (!RST_N)
      begin
        arb_token <=  5'd1;
      end
    else
      begin
        if (arb_token$EN) arb_token <=  arb_token$D_IN;
      end
  end
  // synopsys translate_off
  initial
  begin
    arb_token = 5'h0A;
  end
  // synopsys translate_on
endmodule   
module module_gen_grant_carry(gen_grant_carry_c,
			      gen_grant_carry_r,
			      gen_grant_carry_p,
			      gen_grant_carry);
  input  gen_grant_carry_c;
  input  gen_grant_carry_r;
  input  gen_grant_carry_p;
  output [1 : 0] gen_grant_carry;
  wire [1 : 0] gen_grant_carry;
  assign gen_grant_carry =
	     { gen_grant_carry_r && (gen_grant_carry_c || gen_grant_carry_p),
	       !gen_grant_carry_r &&
	       (gen_grant_carry_c || gen_grant_carry_p) } ;
endmodule   
==> flow_summary.toml <==
# yosys + openroad results
[setup_path]
timing.critical_path.from_type = "input pin"
worst-endpoint-arrival_ps = 2340
cp_data_required_time_ps = 2480
critPathMaxFanout = 4
cp-end-kind = "output pin"
timing_worst_setup_path_type = "in2out"

[synthesis]
share_of_flip_flops_with_an_asynchronous_set_or_reset_after_synthesis = 0
post_synth_tally_of_flip_flops_with_integrated_enable = 0
synthesized_flop_and_latch_total = 5
postSynthCellCount = 51
yosysTopAreaCell = "sky130_fd_sc_hd__dfxtp_1"
chip_area_in_the_yosys_report_sq_um = 413
ys_top_cells_by_area = "sky130_fd_sc_hd__dfxtp_1, sky130_fd_sc_hd__mux2i_1, sky130_fd_sc_hd__nor2b_1"
synth-main-ff-cell = "sky130_fd_sc_hd__dfxtp_1"
yosysWarnings = 0
synth-seq-area-share = 0.242
synth-cells-yosys = 51
synth_area_sq_um = 413
synth_cell_types = 23
synth_largest_type_area_fraction = 0.242
mean_instance_size_in_the_synthesized_netlist_sq_um = 8.10

[global_routing]
pin_count_of_the_biggest_net_entering_global_routing = 10
grt_pass1_vias = 422
globalRoute.totalOverflow = 0
grt_use_total = 0.0357
grt_antenna_before_repair = 0
grt_pass1_wl_microns = 1850

[final_layout]
largest_reg_flops = 5
top_layout_cells = "sky130_fd_sc_hd__nor2b_1, sky130_fd_sc_hd__clkdlybuf4s50_1, sky130_fd_sc_hd__buf_4"
final_util = 0.192
nFillCells = 379
layout_cell_share_with_drive_strength_beyond_1 = 0.265
syn_to_final_growth_pct = 58.8
seq_area_sq_um = 100
top_regs = "arb_token: 5 flops"
instances_no_fill = 114
top_register = "arb_token"
comb_area_sq_um = 298

[placed_design]
gp_routability_congestion = 0.790
numPortBuffers = 12
detailedPlace.worstSlack_ps = -171
total_half_perimeter_wirelength_after_legalization_and_detailed_placement_microns = 902
placed_cells = 110

[clocking]
clock_latency_ps = 240
count_of_hold_fix_buffers_inserted_at_cts = 0
numCtsBuffers = 3
tritoncts_num_sinks = 5
htree_levels = 1
cts_tree = "yes"
clock_root_buffer = "sky130_fd_sc_hd__clkbuf_4"
clock_pin_slew_of_the_registers_on_the_worst_case_setup_and_hold_paths_ps = 40
max-clock-path-buffers = 2

[final_timing]
timing.fmax_ghz = 0.337
maxSlewHeadroom = 0.765
timing.final.hold_violations = 0
final_min_period_over_clock_period = 0.956
slew_viol_final = 0
rsz_0062_raised_after_global_routing = "false"
fin_tns_setup_ps = 0
max_slew.worst_pin.slew_ps = 349
final_setup_violation_count = 0
fin_worst_skew_ps = 1.10
final_worst_path_period_need_ps = 2960
worst_slack_ps = 136

[run]
max_cap_viol_count = 0
openroad.warnings = 25

[drt]
final_wl_microns = 1100
routed_via_density = 3.75
detailroute.via_count = 427
wl_per_cell_microns = 9.61
drt_drc_violations_left = 0
n_antenna_cell = 0
ant_nets_after_route = 0
first_drt_pass_iteration_count = 4
detailedRoute.firstIterationViolations = 27

[floorplanning]
core_sq_mm = 0.00342
fp-row-count = 21
floorplan.core_util = 0.121
die_width_microns = 80
ios = 13
chip_area_sq_mm = 0.00640
die_h_microns = 80

[power]
total_power_mw = 0.204
power_leakage_nw = 0.272
peakVddDrop_mv = 0.0626
power-per-cell-area_mw_per_mm2 = 312

[status]
outcome = "finished, final reports clean"

[hold_path]
worstHoldPathType = "reg2reg"
==> metrics by stage <==
| stage | hold WS [ps] | cell area [sq um] |
|---|---|---|
| 4_1_cts | 607 | 646 |
| 3_3_place_gp | 582 | 607 |
| 3_5_place_dp | 589 | 607 |
| 6_report | 606 | 656 |
| 2_1_floorplan | 515 | 413 |
| 5_1_grt | 659 | 656 |
==> final cells by class <==
cell class                 instances  share of cell area
inverter                           2              0.0115
multi-input combinational         39               0.454
tap                               46              0.0878
sequential                         5               0.153
clock buffer                       4              0.0401
timing repair buffer              18               0.254
==> worst paths after layout <==
kind                                   from                   endpoint  slack, ps  depth (start not counted)
setup / recovery         select_requests[3]                  select[3]        140                          7
hold / removal    arb_token[0]$_SDFFE_PN1P_  arb_token[4]$_SDFFE_PN0P_        610                          2
setup reg to reg  arb_token[3]$_SDFFE_PN0P_  arb_token[2]$_SDFFE_PN0P_       2300                          2
hold reg to reg   arb_token[0]$_SDFFE_PN1P_  arb_token[4]$_SDFFE_PN0P_        610                          2
==> cell usage after synthesis (2+ instances only) <==
library cell	n
sky130_fd_sc_hd__nor2b_1	7
sky130_fd_sc_hd__dfxtp_1	5
sky130_fd_sc_hd__mux2i_1	5
sky130_fd_sc_hd__a21oi_1	4
sky130_fd_sc_hd__nand2_1	4
sky130_fd_sc_hd__a211oi_1	3
sky130_fd_sc_hd__nor2_1	3
sky130_fd_sc_hd__buf_2	2
sky130_fd_sc_hd__buf_4	2
sky130_fd_sc_hd__inv_1	2
sky130_fd_sc_hd__nor3_1	2
==> repair_timing <==
| item | CTS | global route |
|---|---|---|
| pin swaps | 1 | 1 |
| endpoints found under the setup margin | 4 | 3 |
| gates resized | 6 | 5 |
| buffers inserted | 0 | 0 |
==> kinds of logic (layout without fill, tap and decap cells) <==
kind of cell,Yosys count,after routing,share of synthesized area
simple gates,20,20,0.279
mux,5,5,0.121
compound gates,14,14,0.270
buf+inv,7,24,0.0879
flops,5,5,0.242
==> critical path, cell delays in order <==
cell	delay, ps
sky130_fd_sc_hd__clkdlybuf4s50_1	430
sky130_fd_sc_hd__inv_2	90
sky130_fd_sc_hd__a21oi_2	60
sky130_fd_sc_hd__o41ai_2	300
sky130_fd_sc_hd__a21oi_1	120
sky130_fd_sc_hd__a211oi_1	200
sky130_fd_sc_hd__clkdlybuf4s50_1	510
==> power by group <==
| group | internal, mW | switching, mW |
|---|---|---|
| registers | 0.0675 | 0.00565 |
| logic | 0.0338 | 0.0240 |
| clock network | 0.0485 | 0.0248 |
==> routing by layer <==
metal / global-route usage / vias up / share of wire
met5: 0 / - / 0
met4: 0.00880 / 0 / 0.020
met3: 0.0216 / 4 / 0.11
met1: 0.0480 / 187 / 0.48
met2: 0.0465 / 17 / 0.38
li1: - / 219 / -
Power figures rest on the tool's default switching activity, not on a simulated workload.
