`flow/config.mk`:
```
export PLATFORM = sky130hd
export DESIGN_NAME = mkInputArbiter
export DESIGN_NICKNAME = mkInputArbiter
export VERILOG_FILES = /design/flow/design.v
export SDC_FILE = /design/flow/constraint.sdc
export NUM_CORES = 4
export LEC_CHECK = 1
export CORE_AREA = 10 10 70 70
export DIE_AREA = 0 0 80 80
export SYNTH_HDL_FRONTEND = slang
```
`flow/constraint.sdc`:
```
current_design mkInputArbiter

set clk_period 4.1
set clk_io_pct 0.2

create_clock -name clk0 -period $clk_period [get_ports {CLK}]

set non_clock_inputs [all_inputs -no_clocks]
set_input_delay [expr $clk_period * $clk_io_pct] -clock clk0 $non_clock_inputs
set_output_delay [expr $clk_period * $clk_io_pct] -clock clk0 [all_outputs]
```
`flow/design.v`:
```
module mkInputArbiter(CLK,
		      RST_N,
		      select_requests,
		      select,
		      EN_next);
  input  CLK;
  input  RST_N;
  input  [4 : 0] select_requests;
  output [4 : 0] select;
  input  EN_next;
  wire [4 : 0] select;
  reg [4 : 0] arb_token;
  wire [4 : 0] arb_token$D_IN;
  wire arb_token$EN;
  wire [1 : 0] ab__h1657,
	       ab__h1672,
	       ab__h1687,
	       ab__h1702,
	       ab__h1717,
	       ab__h3098,
	       ab__h3545,
	       ab__h3938,
	       ab__h4282,
	       ab__h4577;
  wire NOT_gen_grant_carry_0_BIT_1_1_4_AND_NOT_gen_gr_ETC___d48,
       NOT_gen_grant_carry_0_BIT_1_1_4_AND_NOT_gen_gr_ETC___d68,
       NOT_gen_grant_carry_2_BIT_1_4_0_AND_NOT_gen_gr_ETC___d66,
       NOT_gen_grant_carry_6_BIT_1_7_1_AND_NOT_gen_gr_ETC___d57,
       ab_BIT_0___h2269,
       ab_BIT_0___h2376,
       ab_BIT_0___h2483,
       ab_BIT_0___h2590,
       ab_BIT_0___h3169,
       ab_BIT_0___h3305,
       ab_BIT_0___h3698,
       ab_BIT_0___h4042,
       ab_BIT_0___h4337,
       arb_token_BIT_0___h2267,
       arb_token_BIT_1___h2374,
       arb_token_BIT_2___h2481,
       arb_token_BIT_3___h2588,
       arb_token_BIT_4___h2695;
  assign select =
	     { ab__h1657[1] || ab__h3098[1],
	       !ab__h1657[1] && !ab__h3098[1] &&
	       (ab__h1672[1] || ab__h3545[1]),
	       NOT_gen_grant_carry_0_BIT_1_1_4_AND_NOT_gen_gr_ETC___d48,
	       !ab__h1657[1] && !ab__h3098[1] &&
	       NOT_gen_grant_carry_6_BIT_1_7_1_AND_NOT_gen_gr_ETC___d57,
	       NOT_gen_grant_carry_0_BIT_1_1_4_AND_NOT_gen_gr_ETC___d68 } ;
  assign arb_token$D_IN = { arb_token[0], arb_token[4:1] } ;
  assign arb_token$EN = EN_next ;
  module_gen_grant_carry instance_gen_grant_carry_9(.gen_grant_carry_c(1'd0),
						    .gen_grant_carry_r(select_requests[0]),
						    .gen_grant_carry_p(arb_token_BIT_0___h2267),
						    .gen_grant_carry(ab__h1717));
  module_gen_grant_carry instance_gen_grant_carry_1(.gen_grant_carry_c(ab_BIT_0___h2269),
						    .gen_grant_carry_r(select_requests[1]),
						    .gen_grant_carry_p(arb_token_BIT_1___h2374),
						    .gen_grant_carry(ab__h1702));
  module_gen_grant_carry instance_gen_grant_carry_0(.gen_grant_carry_c(ab_BIT_0___h2376),
						    .gen_grant_carry_r(select_requests[2]),
						    .gen_grant_carry_p(arb_token_BIT_2___h2481),
						    .gen_grant_carry(ab__h1687));
  module_gen_grant_carry instance_gen_grant_carry_2(.gen_grant_carry_c(ab_BIT_0___h2483),
						    .gen_grant_carry_r(select_requests[3]),
						    .gen_grant_carry_p(arb_token_BIT_3___h2588),
						    .gen_grant_carry(ab__h1672));
  module_gen_grant_carry instance_gen_grant_carry_3(.gen_grant_carry_c(ab_BIT_0___h2590),
						    .gen_grant_carry_r(select_requests[4]),
						    .gen_grant_carry_p(arb_token_BIT_4___h2695),
						    .gen_grant_carry(ab__h1657));
  module_gen_grant_carry instance_gen_grant_carry_4(.gen_grant_carry_c(ab_BIT_0___h3169),
						    .gen_grant_carry_r(select_requests[0]),
						    .gen_grant_carry_p(arb_token_BIT_0___h2267),
						    .gen_grant_carry(ab__h4577));
  module_gen_grant_carry instance_gen_grant_carry_5(.gen_grant_carry_c(ab_BIT_0___h4337),
						    .gen_grant_carry_r(select_requests[1]),
						    .gen_grant_carry_p(arb_token_BIT_1___h2374),
						    .gen_grant_carry(ab__h4282));
  module_gen_grant_carry instance_gen_grant_carry_6(.gen_grant_carry_c(ab_BIT_0___h4042),
						    .gen_grant_carry_r(select_requests[2]),
						    .gen_grant_carry_p(arb_token_BIT_2___h2481),
						    .gen_grant_carry(ab__h3938));
  module_gen_grant_carry instance_gen_grant_carry_7(.gen_grant_carry_c(ab_BIT_0___h3698),
						    .gen_grant_carry_r(select_requests[3]),
						    .gen_grant_carry_p(arb_token_BIT_3___h2588),
						    .gen_grant_carry(ab__h3545));
  module_gen_grant_carry instance_gen_grant_carry_8(.gen_grant_carry_c(ab_BIT_0___h3305),
						    .gen_grant_carry_r(select_requests[4]),
						    .gen_grant_carry_p(arb_token_BIT_4___h2695),
						    .gen_grant_carry(ab__h3098));
  assign NOT_gen_grant_carry_0_BIT_1_1_4_AND_NOT_gen_gr_ETC___d48 =
	     !ab__h1657[1] && !ab__h3098[1] && !ab__h1672[1] &&
	     !ab__h3545[1] &&
	     (ab__h1687[1] || ab__h3938[1]) ;
  assign NOT_gen_grant_carry_0_BIT_1_1_4_AND_NOT_gen_gr_ETC___d68 =
	     !ab__h1657[1] && !ab__h3098[1] && !ab__h1672[1] &&
	     !ab__h3545[1] &&
	     NOT_gen_grant_carry_2_BIT_1_4_0_AND_NOT_gen_gr_ETC___d66 ;
  assign NOT_gen_grant_carry_2_BIT_1_4_0_AND_NOT_gen_gr_ETC___d66 =
	     !ab__h1687[1] && !ab__h3938[1] && !ab__h1702[1] &&
	     !ab__h4282[1] &&
	     (ab__h1717[1] || ab__h4577[1]) ;
  assign NOT_gen_grant_carry_6_BIT_1_7_1_AND_NOT_gen_gr_ETC___d57 =
	     !ab__h1672[1] && !ab__h3545[1] && !ab__h1687[1] &&
	     !ab__h3938[1] &&
	     (ab__h1702[1] || ab__h4282[1]) ;
  assign ab_BIT_0___h2269 = ab__h1717[0] ;
  assign ab_BIT_0___h2376 = ab__h1702[0] ;
  assign ab_BIT_0___h2483 = ab__h1687[0] ;
  assign ab_BIT_0___h2590 = ab__h1672[0] ;
  assign ab_BIT_0___h3169 = ab__h1657[0] ;
  assign ab_BIT_0___h3305 = ab__h3545[0] ;
  assign ab_BIT_0___h3698 = ab__h3938[0] ;
  assign ab_BIT_0___h4042 = ab__h4282[0] ;
  assign ab_BIT_0___h4337 = ab__h4577[0] ;
  assign arb_token_BIT_0___h2267 = arb_token[0] ;
  assign arb_token_BIT_1___h2374 = arb_token[1] ;
  assign arb_token_BIT_2___h2481 = arb_token[2] ;
  assign arb_token_BIT_3___h2588 = arb_token[3] ;
  assign arb_token_BIT_4___h2695 = arb_token[4] ;
  always@(posedge CLK)
  begin
    if (!RST_N)
      begin
        arb_token <=  5'd1;
      end
    else
      begin
        if (arb_token$EN) arb_token <=  arb_token$D_IN;
      end
  end
  // synopsys translate_off
  initial
  begin
    arb_token = 5'h0A;
  end
  // synopsys translate_on
endmodule   
module module_gen_grant_carry(gen_grant_carry_c,
			      gen_grant_carry_r,
			      gen_grant_carry_p,
			      gen_grant_carry);
  input  gen_grant_carry_c;
  input  gen_grant_carry_r;
  input  gen_grant_carry_p;
  output [1 : 0] gen_grant_carry;
  wire [1 : 0] gen_grant_carry;
  assign gen_grant_carry =
	     { gen_grant_carry_r && (gen_grant_carry_c || gen_grant_carry_p),
	       !gen_grant_carry_r &&
	       (gen_grant_carry_c || gen_grant_carry_p) } ;
endmodule   
```
`flow/run.sh`:
```
#!/bin/bash
# OpenROAD 26Q1-2900-gdf79404cd8, Yosys 0.63+post, stock flow scripts
make -C /OpenROAD-flow-scripts/flow DESIGN_CONFIG=/design/flow/config.mk WORK_HOME=/design/flow/orfs finish
```
==> results_dict.tcl <==
# place-and-route summary
set metrics [dict create \
    io_pins 13 \
    ctsResizeCount 0 \
    top_cells_by_count "nor2b_1, dfxtp_1, mux2i_1" \
    dpl_cell_area_um2 562 \
    cellPowerDensity_nw_per_um2 251 \
    synth_top_cell_by_area "dfxtp_1" \
    area_growth_pct 42.4 \
    fillers 382 \
    critPathKind "input pin to output pin" \
    avgSynthCellArea_um2 8.10 \
    synthArstFlopShare_pct 0 \
    power_frac_clock_pct 36.9 \
    status "finished, final reports clean" \
    rrSetupSlack_ns 3.33 \
    yosys_warnings 0 \
    yosysUniqueCellTypes 23 \
    fp-row-count 21 \
    chipArea_um2 6400 \
    p_seq_share_pct 37.5 \
    fp_util_pct 12.1 \
    dominantRegCellSynth "dfxtp_1" \
    clk_pin_slew_ns 0.04 \
    finalMaxSlewViolations 0 \
    cts_hold_buffers 0 \
    edf_count 0 \
    finalSetupViolCount 0 \
    crit_path_end_kind "output pin" \
    fmax_ghz 0.269 \
    drive_above_1_share_pct 11.3 \
    grt_max_degree 10 \
    clkSinkCount 5 \
    min_path_type "register to register" \
    warnings 25 \
    synth_top_cell_by_count "nor2b_1" \
    worstMarginPinSlew_ns 0.520 \
    core_region_area_um2 3420 \
    clockBufferDepth 2 \
    p_int_mw 0.110 \
    top_register "arb_token" \
    p_leak_nw 0.199 \
    max_slew_margin_pct 64.9 \
    p_switching_mw 0.0375 \
    swShare_pct 25.4 \
    vias 395 \
    grt_pass1_wl_um 1790 \
    htreeDepth 1 \
    synth_cells 51 \
    routabilityCongestion 0.851 \
    place.port_buffers 12 \
    rsz0062_at_grt "false" \
    grt_util_all_layers_pct 3.34 \
    wire_per_inst_um 9.70 \
    clock-root-buffer "clkbuf_4" \
    area_leaders "dfxtp_1, mux2i_1, nor2b_1, a211oi_1, o31ai_4" \
    drtPass1Iterations 4 \
    ir_drop_v 0.0000572 \
    maxCapViolCount 0 \
    cp_max_fo 6 \
    largest_register_ffs 5 \
    drc 0 \
    insertion_delay_ns 0.23 \
    routed_wl_um 1050 \
    cts_setup_buffers 0 \
    antenna_cells 0 \
    grt_pass1_vias 422 \
    hold_viol 0 \
    rr_worst_depth 2 \
    die_x_um 80 \
    crit_arrival_ns 2.89 \
    finalClockPeriodUsage_pct 90.6 \
    cts_inserted_buffers 3 \
    final.setup_skew_ns 0.00108 \
    synth_flops 5 \
    die_h_um 80 \
    p_comb_share_pct 25.6 \
    yosys_area_um2 413 \
    cp.required_ns 3.28 \
    top_regs "arb_token x5" \
    r2r-start "arb_token[2]" \
    top_cell_area_share_pct 24.2 \
    endpoint "select[1]" \
    syn_area_um2 413 \
    cts_tree "yes" \
    grt_antenna_before_repair 0 \
    vias_per_cell 3.66 \
    critical_path.startpoint "select_requests[1]" \
    start_kind "input pin" \
    first_iter_violations 44 \
    setup_tns_ns 0 \
    synth-seq-area-share_pct 24.2 \
    ys_cells 51 \
    r2r_end "arb_token[1]" \
    period_needed_ns 3.71 \
    dpl.hpwl_um 842 \
    fin_area_um2 588 \
    ant_nets 0 \
    power_mw 0.148 \
    grt-ovfl-total 0 \
]
power by group through the flow:
stage | registers (mW) | clock network, mW | logic, mW
4_1_cts | 0.0552 | 0.0584 | 0.0384
5_1_grt | 0.0561 | 0.0592 | 0.0420
6_report | 0.0553 | 0.0545 | 0.0378
critical path, cell delays in order:
cell	delay, ns
clkdlybuf4s50_1	0.59
nor3b_2	0.10
nor3_2	0.15
o41ai_1	0.13
a221o_1	0.39
nor3b_1	0.20
clkdlybuf4s50_1	0.50
cell usage in the layout (no fill, tap or decap), drive strengths merged:
cell type,n
mux2i,5
nand2,4
a221o,1
nor2,3
nor2b,7
dfxtp,5
o41ai,1
o21bai,1
a21oi,5
a211oi,3
o31ai,2
clkbuf,4
nand3,1
o21ai,1
clkdlybuf4s50,12
nor3b,2
nor3,3
inv,2
final cells by class:
class,count,area [um^2],share of cell area (%)
Multi-Input combinational cell,39,277,47.0
Timing Repair Buffer,12,120,20.4
Sequential cell,5,100,17.0
Tap cell,46,57.6,9.79
Clock buffer,4,26.3,4.47
Inverter,2,7.51,1.28
per-stage QoR:
stage / utilization, % / cells / setup WS [ns] / hold slack [ns]
floorplan: - / 51 / 1.53 / 0.515
global placement: 16.4 / 104 / 0.400 / 0.576
detailed placement: 16.4 / 104 / 0.386 / 0.576
CTS: 17.2 / 108 / 0.374 / 0.588
global route: 17.2 / 108 / 0.230 / 0.656
finish: 17.2 / 108 / 0.387 / 0.604
per-layer routing:
metal  share of wire (%)  track usage [%]
met1                  47             4.27
met3                  13             1.93
met2                  40             4.74
met5                   0                0
met4                   0            0.704
logic make-up after synthesis:
family / Yosys count / share of synthesized area [%]
flops: 5 / 24.2
compound gates: 14 / 27.0
mux: 5 / 12.1
simple gates: 20 / 27.9
buf+inv: 7 / 8.79
worst min-delay path by stage:
stage,start,to,cells past startpoint
finish,arb_token[0],arb_token[0],2
global route,arb_token[0],arb_token[0],2
CTS,arb_token[0],arb_token[0],2
Power figures rest on the tool's default switching activity, not on a simulated workload.
